==> /design/flow/design.v <==
module decode(
	input [31:0] ins,
	output [6:0] opcode,
	output [2:0] funct3,
	output [4:0] rs1, rs2, rd,
	output [31:0] imm
);
	wire [31:0] imm_i, imm_s, imm_b, imm_u, imm_j, funct7;
	assign opcode = ins[6:0];
	assign funct3 = ins[14:12];
	assign rs1 = ins[19:15];
	assign rs2 = ins[24:20];
	assign rd = ins[11:7];
	assign imm = select_imm(imm_i, imm_s, imm_b, imm_u, imm_j, funct7);
	assign imm_i = {{20{ins[31]}}, ins[31:20]};
    assign imm_s = {{20{ins[31]}}, ins[31:25], ins[11:7]};
    assign imm_b = {{20{ins[31]}}, ins[7], ins[30:25], ins[11:8], 1'b0};
    assign imm_u = {ins[31:12], 12'b0};
    assign imm_j = {{12{ins[31]}}, ins[19:12], ins[20], ins[30:21], 1'b0};
	assign funct7 = {{25{ins[31]}}, ins[31:25]};
	function [31:0] select_imm;
		input [31:0] imm_i, imm_s, imm_b, imm_u, imm_j, funct7;
		case (ins[6:0])
			7'b0110111:
				select_imm = imm_u;
			7'b0010111:
				select_imm = imm_u;
			7'b1101111:
				select_imm = imm_j;
			7'b1100111:
				select_imm = imm_j;
			7'b1100011:
				select_imm = imm_b;
			7'b0000011:
				select_imm = imm_i;
			7'b0100011:
				select_imm = imm_s;
			7'b0010011:
				select_imm = imm_i;
			7'b0110011:
				select_imm = funct7;
			default:
				select_imm = 32'b0;
		endcase
	endfunction
endmodule
==> /design/flow/run.sh <==
#!/bin/bash
# OpenROAD 26Q1-2900-gdf79404cd8, Yosys 0.63+post, stock flow scripts
make -C /OpenROAD-flow-scripts/flow DESIGN_CONFIG=/design/flow/config.mk WORK_HOME=/design/flow/orfs finish
==> /design/flow/config.mk <==
export PLATFORM = sky130hd
export DESIGN_NAME = decode
export DESIGN_NICKNAME = decode
export VERILOG_FILES = /design/flow/design.v
export SDC_FILE = /design/flow/constraint.sdc
export NUM_CORES = 4
export LEC_CHECK = 1
export CORE_AREA = 10 10 70 70
export DIE_AREA = 0 0 80 80
==> /design/flow/constraint.sdc <==
current_design decode

set clk_period 3.1
set clk_io_pct 0.2

create_clock -name clk0 -period $clk_period

set non_clock_inputs [all_inputs -no_clocks]
set_input_delay [expr $clk_period * $clk_io_pct] -clock clk0 $non_clock_inputs
set_output_delay [expr $clk_period * $clk_io_pct] -clock clk0 [all_outputs]
==> run_results.csv <==
group,metric,value,unit
die,die-area,6400,µm²
power,vdd_ir_drop_max,40.4,µV
run,warnings,32,
yosys,synth.cellmix.simpleShare,31.8,%
power,p_leak,0.000746,µW
critical_path,critPathMaxStageDelay,550,ps
yosys,yosys_cells,109,
yosys,synthCells,109,
route,num_vias,935,
yosys,largest_area_cell,"buf_4",
route,ant_nets,0,
die,fp_util,20.7,%
power,power.internal,94.7,µW
cells_and_area,drive_above_1_share,11.9,%
cells_and_area,design.seq.count,0,
power,seqPwrFrac,0,%
timing,hold-worst-slack,1840,ps
critical_path,path_cells,"clkdlybuf4s50_1 -> nand4bb_4 -> buf_6 -> a21oi_4 -> o21ai_0 -> buf_4 -> nand2_1 -> clkdlybuf4s50_1",
placement,hpwl,2.87,mm
die,io_pins,89,
timing,period_used_share,97.0,%
critical_path,critPathKind,"in -> out",
die,core_area,3420,µm²
grt,grtUsageTotal,9.17,%
grt,grt_pass1_wl,4.83,mm
route,route.detailed.drc,0,
run,drv_cap,0,
yosys,netlist_top_cells_count,"buf_4 (26), nand2_1 (25), a21o_1 (13)",
timing,setup_viol,0,
die,die_height,80,µm
yosys,post-synth-top-count-cell,"buf_4",
critical_path,cp_slowest_cell,"clkdlybuf4s50_1",
critical_path,cp.arrival,2390,ps
yosys,synthAdderAreaFrac,0,%
timing,fmax,332,MHz
critical_path,required,2480,ps
route,drtIter0Drc,33,
timing,rsz0062_at_grt,"false",
die,die_x,80,µm
power,p_switching,40.3,µW
power,power_density,87.4,nW/µm²
yosys,yosys_warnings,1,
timing,layout_setup_ws,91.5,ps
placement,place_area,1490,µm²
die,rows,21,
cells_and_area,seqCellArea,0,µm²
critical_path,cp-start-kind,"primary input",
cells_and_area,area_growth,118,%
route,diodes,0,
route,drt-wirelength-per-cell,14.8,µm
grt,grt_overflow,0,
timing,layout_min_cycle_time,3010,ps
power,swShare,29.8,%
timing,tightest_slew,312,ps
yosys,yosys-stat-area,708,µm²
critical_path,crit_fanout,11,
critical_path,critical_path.most_common_cell,"clkdlybuf4s50_1",
yosys,ys_seq_share,0,%
placement,gp_congestion,0.746,
yosys,synth_top_area_share,27.6,%
yosys,syn_area_per_cell,6.50,µm²
timing,slew_viol_final,0,
route,vias_per_cell,4.21,
placement,io_buffers,89,
cells_and_area,design_area,1540,µm²
placement,dpl_worst_slack,2.57,ps
route,wirelength,3.28,mm
yosys,compound_area_share,32.2,%
grt,antenna_found_initial,0,
yosys,yosys.cell_types.count,30,
yosys,ys_sh_mux,1.41,%
power,comb_power_share,100.0,%
hold_path,hp-class,"in -> out",
route,dr.pass1.iters,4,
grt,grt_pass1_vias,950,
critical_path,cp-end-kind,"primary output",
yosys,logic_family,"buffers and inverters",
yosys,xor_area_share,0,%
yosys,synthTopCellsByArea,"buf_4 (28%), a21o_1 (14%), nand2_1 (13%)",
grt,grt_max_degree,12,
yosys,synth_area,708,µm²
cells_and_area,fin_util,45.2,%
status,status,"completed",
cells_and_area,final.clkbuf_count,0,
timing,tns,0,ps
timing,slew_headroom,79.1,%
timing,final_hold_viol_count,0,
power,pwr-share-clk,0,%
-- layout by cell type, fill, tap and decap left out, types with 2 or more instances in the layout --
cell and instances:
nand2_1 25, o2bb2ai_1 4, a21oi_1 5, nor2b_1 5, and3_4 2, clkdlybuf4s50_1 86
o21ai_0 3, a21o_1 13, dlymetal6s2s_1 2, nor2_1 2, and2_4 2, inv_1 2
buf_4 8
-- worst paths after layout --
check	slack, ps	depth (start not counted)	endpoint	start
max	90	8	imm[29]	ins[0]
min	1840	2	opcode[1]	ins[1]
-- stage by stage --
step,cells,power (µW)
2_1_floorplan,109,44.9
3_3_place_gp,222,132
3_5_place_dp,222,132
4_1_cts,222,132
5_1_grt,222,147
6_report,222,135
-- timing repair --
item	CTS	global route
setup endpoints to repair	2	29
gates resized	1	13
hold buffers	0	0
pin swaps	0	2
setup buffers	0	0
-- critical path, delay by kind of cell --
kind                   cells  cell delay [ps]
buffers and inverters      4             1370
AOI/OAI and AO/OA          2              220
and+or+nand+nor            2              180
-- metal layers --
layer / vias to the layer above / GRT usage (%) / share of wire [%]
li1: 486 / - / -
met1: 404 / 11.1 / 40
met2: 45 / 15.2 / 46
met3: 0 / 4.43 / 14
met4: 0 / 0 / 0
met5: - / 0 / 0
-- layout make-up --
type               instances  area (µm²)
repair buffers            98         966
fillers                  340        1870
inverters                  2        7.51
multi-input cells         76         513
well taps                 46        57.6
-- logic make-up after synthesis --
| kind of cell | count (synthesis) |
|---|---|
| and+or+nand+nor | 44 |
| buffers and inverters | 33 |
| AOI/OAI and AO/OA | 31 |
| muxes | 1 |
-- power groups by stage --
stage	Combinational [µW]	Clock, µW	Sequential [µW]
CTS	132	0	0
finish	135	0	0
global route	147	0	0
Power and IR drop assume default switching activity.
