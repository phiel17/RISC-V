==> design/flow/design.v <==
module alu (
	input [6:0] opcode,
	input [2:0] funct3,
	input [31:0] rs1,
	input [31:0] rs2,
	input [31:0] imm, 
	input [31:0] pc,
	output [31:0] alu_result
);
	assign alu_result = alu_calc(opcode, funct3, rs1, rs2, imm, pc);
	function [31:0] alu_calc;
		input [6:0] opcode;
		input [2:0] funct3;
		input [31:0] rs1, rs2, imm, pc;
		case (opcode)
			7'b0110111:
				alu_calc = imm;
			7'b0010111:
				alu_calc = pc + imm;
			7'b1101111:
				alu_calc = pc + imm;
			7'b1100111:
				alu_calc = rs1 + imm;
			7'b1100011:
				case (funct3)
					3'b000:	alu_calc = (rs1 == rs2)? pc + imm : 32'b0;
					3'b001:	alu_calc = (rs1 != rs2)? pc + imm : 32'b0;
					3'b100:	alu_calc = ($signed(rs1) < $signed(rs2))? pc + imm : 32'b0;
					3'b101:	alu_calc = ($signed(rs1) >= $signed(rs2))? pc + imm : 32'b0;
					3'b110:	alu_calc = (rs1 < rs2)? pc + imm : 32'b0;
					3'b111:	alu_calc = (rs1 >= rs2)? pc + imm : 32'b0;
					default: alu_calc = 32'b0;
				endcase
			7'b0000011:
				alu_calc = rs1 + imm;
			7'b0100011:
				alu_calc = rs1 + imm;
			7'b0010011:
				case (funct3)
					3'b000:	 
						alu_calc = rs1 + imm;
					3'b010:	 
						alu_calc = $signed(rs1) < $signed(imm);
					3'b011:	 
						alu_calc = rs1 < imm;
					3'b100:	 
						alu_calc = rs1 ^ imm;
					3'b110:	 
						alu_calc = rs1 | imm;
					3'b111:	 
						alu_calc = rs1 & imm;
					3'b001:	 
						alu_calc = rs1 << imm[4:0];
					3'b101:	 
						alu_calc = (imm[10])? $signed(rs1) >>> imm[4:0] : $signed(rs1) >> imm[4:0];
				endcase
			7'b0110011:
				case (funct3)
					3'b000:	 
						alu_calc = (imm[5])? $signed(rs1) - $signed(rs2) : rs1 + rs2;
					3'b010:	 
						alu_calc = $signed(rs1) < $signed(rs2);
					3'b011:	 
						alu_calc = rs1 < rs2;
					3'b100:	 
						alu_calc = rs1 ^ rs2;
					3'b110:	 
						alu_calc = rs1 | rs2;
					3'b111:	 
						alu_calc = rs1 & rs2;
					3'b001:	 
						alu_calc = rs1 << rs2[4:0];
					3'b101:	 
						alu_calc = (imm[5])? $signed(rs1) >>> rs2[4:0] : $signed(rs1) >> rs2[4:0];
				endcase
			default:
				alu_calc = 32'b0;
		endcase
	endfunction
endmodule
module execute (
	input [6:0] opcode,
	input [2:0] funct3,
	input [31:0] rs1, rs2,
	input [31:0] imm,
	input [31:0] pc,
	output rd_enablen,
	output [3:0] mem_enablen,
	output [31:0] result, nextpc
);
	wire [31:0] alu_result;
	wire branch_flag;
	assign result = calc_result(opcode, alu_result, pc + 32'd4);
	assign rd_enablen = calc_rd_enablen(opcode);
	assign mem_enablen = calc_mem_enablen(opcode, funct3);
	assign branch_flag = calc_branch_flag(opcode, |alu_result);
	assign nextpc = (branch_flag)? alu_result : pc + 32'd4;
	function [31:0] calc_result;
		input [6:0] opcode;
		input [31:0] alu_result, pc4;
		case (opcode)
			7'b1101111: calc_result = pc4;
			7'b1100111: calc_result = pc4;
			default: calc_result = alu_result;
		endcase
	endfunction
	function calc_rd_enablen;
		input [6:0] opcode;
		case (opcode)
			7'b1100011: calc_rd_enablen = 1'b1;
			7'b0100011: calc_rd_enablen = 1'b1;
			default: calc_rd_enablen = 1'b0;
		endcase
	endfunction
	function [3:0] calc_mem_enablen;
		input [6:0] opcode;
		input [2:0] funct3;
		if(opcode == 7'b0100011) begin
			case (funct3)
				3'b000: calc_mem_enablen = 4'b1110;
				3'b001: calc_mem_enablen = 4'b1100;
				3'b010: calc_mem_enablen = 4'b0000;
				default: calc_mem_enablen = 4'b1111;
			endcase
		end else begin
			calc_mem_enablen = 4'b1111;
		end
	endfunction
	function calc_branch_flag;
		input [6:0] opcode;
		input alu_result_or;
		case (opcode)
			7'b1101111: calc_branch_flag = 1'b1;
			7'b1100111: calc_branch_flag = 1'b1;
			7'b1100011: calc_branch_flag = alu_result_or;
			default: calc_branch_flag = 1'b0;
		endcase
	endfunction
	alu alu0(
		.opcode(opcode),
		.funct3(funct3),
		.rs1(rs1),
		.rs2(rs2),
		.imm(imm),
		.pc(pc),
		.alu_result(alu_result)
	);
endmodule
==> design/flow/run.sh <==
#!/bin/bash
# OpenROAD 26Q1-2900-gdf79404cd8, Yosys 0.63+post, stock flow scripts
make -C /OpenROAD-flow-scripts/flow DESIGN_CONFIG=/design/flow/config.mk WORK_HOME=/design/flow/orfs finish
==> design/flow/config.mk <==
export PLATFORM = sky130hd
export DESIGN_NAME = execute
export DESIGN_NICKNAME = execute
export VERILOG_FILES = /design/flow/design.v
export SDC_FILE = /design/flow/constraint.sdc
export NUM_CORES = 4
export LEC_CHECK = 1
export CORE_UTILIZATION = 40
==> design/flow/constraint.sdc <==
current_design execute

set clk_period 20.3
set clk_io_pct 0.2

create_clock -name clk0 -period $clk_period

set non_clock_inputs [all_inputs -no_clocks]
set_input_delay [expr $clk_period * $clk_io_pct] -clock clk0 $non_clock_inputs
set_output_delay [expr $clk_period * $clk_io_pct] -clock clk0 [all_outputs]
==> Changelog: implementation <==
### Implementation results

- Post-CTS repair timing setup buffer count: 0
- Pwr dens: approximately 29 mW/mm2
- Worst EP arrival: between 10 and 15 ns
- Mapped Cells: about 3,500
- Switching Share: 0.6602
- GPL Wtd Cong: approximately 1.2
- Core Area: between 0.06 and 0.07 mm2
- Unrepaired setup endpoints after global routing: false
- Ys Warns: 2
- Final Setup Violations: 0
- PortBufs: between 200 and 250
- Most frequent logic cells in the routed design: 266 x a21oi_1, 259 x nand2_1, 250 x nor2_1
- Tot Pwr: just over 0.0008 W
- Number of global-route vias before repair: approximately 30,000
- Initial antenna violation count: 11
- DR vias/cell: 7.556
- Die area: approximately 0.063 mm2
- Leakage power: around 11 nW
- CLK BUF: 0
- Syn Area/Cell: 7.106 um2
- Tmin final: 16.04 ns
- WL/cell: between 30 and 40 um
- Yosys cell count: roughly 3,500
- FP Util: 0.4073
- Num rows: about 90
- Final Cycle Share: 0.7902
- Final Slew Violations: 0
- Most frequent logic cell in the layout: a21oi_1
- Crit path DRT: around 16 ns
- GR Util All Layers: 0.5307
- Area after DPL: ~0.028 mm2
- Register area: 0 um2
- Max Clk Rate: between 0.06 and 0.07 GHz
- Setup CP Type: input pin to output pin
- Number of max-cap violations: 0
- Detail Route Antenna Nets: 0
- DR iter-0 viols: roughly 4,700
- Status: complete, no violations
- Drt pass-1 iters: 9
- Post-CTS Hold Fix Bufs: 0
- Cell Area, Synth: ~0.025 mm2
- Die extent in x: about 250 um
- Netlist cell types: 99
- Routed wire length: 166,800 um
- Max transition margin: 0.1473
- Layout area overhead: 12.74%
- Hpwl dp: 127,900 um
- HP Class: input pin to output pin
- Hold Fails Final Rpt: 0
- Yosys Chip Area: between 0.02 and 0.025 mm2
- Crit Path Max Fanout: 47
- Seq share, synth: 0
- Flip-flops: 0
- Grt ovf: 0
- DR DRC count: 0
- Via count: 32,626
- Tool Warnings: 160
- Startpoint Class: input pin
- Die height: 250.6 um
- Layout cells sized above 1: 0.1318
- Tightest Pin Transition: 1.279 ns
- Fin Setup TNS: 0 ns
- Psw: roughly 0.00053 W
- Post-route cell area: around 0.028 mm2
- Largest net degree at the start of global routing: around 54
- Internal power: around 0.00027 W
- Maximum VDD drop: approximately 23 uV
- I/O Pins: around 210
- First-pass GRT wire length: between 200,000 and 250,000 um
- Cts repair resizes: 0
- CP endpoint kind: output pin
[path summary, 6_finish.rpt]
path | startpoint | end | cells after the start
worst max-delay path | opcode[1] | nextpc[0] | 17
worst min-delay path | pc[2] | result[2] | 3
[routing by layer]
| metal | share of wire | up-vias | global-route usage | wire (um) |
|---|---|---|---|---|
| li1 | - | 13643 | - | - |
| met1 | 0.38 | 15586 | 0.7011 | 64010 |
| met2 | 0.38 | 2796 | 0.6844 | 62690 |
| met3 | 0.16 | 585 | 0.2738 | 27340 |
| met4 | 0.076 | 16 | 0.3053 | 12670 |
| met5 | 0.00063 | - | 0.007722 | 105 |
[cells by family (layout without fill, tap and decap cells)]
family | Yosys count | after routing | share of synthesized area
xor gates and xnor gates | 98 | 98 | 0.03472
buffers and inverters | 499 | 547 | 0.07895
and+or+nand+nor | 1043 | 1043 | 0.2145
adders and majority gates | 228 | 228 | 0.1166
muxes | 397 | 397 | 0.2197
other | 0 | 9 | 0
AOI/OAI and AO/OA | 1214 | 1214 | 0.3356
[cell usage after synthesis (76+ instances only)]
cell	number	area [um2]
a211oi_1	89	668.1
a21oi_1	266	1331
mux2_2	79	889.6
o21ai_0	193	965.9
nor4_1	76	475.5
nor3_1	85	425.4
ha_1	224	2803
inv_1	155	581.8
nor2_1	253	949.7
mux4_2	107	2410
mux2i_1	205	2052
clkbuf_1	242	908.4
nand2_1	260	975.9
a31oi_1	76	475.5
[cell type report]
class	instances	area, um2
antenna	9	22.52
fill	6230	32830
inverter	159	596.8
multi-input combinational	2980	22880
tap	782	978.4
timing repair buffer	388	3396
[worst max-delay path, cell delays in order]
cell and delay, ns:
clkdlybuf4s50_1 0.49, and3b_2 0.58, buf_4 0.59, nand4_1 0.40
nand2_1 0.59, mux2i_1 0.95, mux2i_1 0.50, a2111oi_0 0.58
a2111oi_0 0.20, or3_1 0.47, or4b_1 0.54, nor3_1 0.14
nand3_1 0.18, o21ai_4 0.50, buf_4 0.40, mux2_1 0.36
clkdlybuf4s50_1 0.41
[per-stage QoR]
step | hold WS [ns] | worst slack, ns | cells | utilization
2_1_floorplan | 8.147 | 7.197 | 3479 | -
3_3_place_gp | 9.205 | 4.625 | 4309 | 0.4587
3_5_place_dp | 9.192 | 4.580 | 4309 | 0.4587
4_1_cts | 9.192 | 4.571 | 4309 | 0.4587
5_1_grt | 9.219 | 4.279 | 4310 | 0.4589
6_report | 9.187 | 4.259 | 4318 | 0.4592
Power figures rest on the tool's default switching activity, not on a simulated workload.
