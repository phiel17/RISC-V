### flow/design.v
module reg_file (
	input clk,
	input resetn,
	input [4:0] rs1, rs2, rd,
	input rd_enablen,
	input [31:0] wdata,
	output [31:0] rreg1, rreg2
);
	reg [31:0] regfile[0:31];
	assign rreg1 = regfile[rs1];
	assign rreg2 = regfile[rs2];
	always @(negedge resetn or posedge clk) begin
		if(resetn == 0) regfile[0] <= 32'h00000000;
		else if(|rd & ~rd_enablen) regfile[rd] <= wdata;
	end
	wire [31:0] reg0 = regfile[0];
	wire [31:0] reg1 = regfile[1];
	wire [31:0] reg2 = regfile[2];
	wire [31:0] reg3 = regfile[3];
	wire [31:0] reg4 = regfile[4];
	wire [31:0] reg5 = regfile[5];
	wire [31:0] reg6 = regfile[6];
	wire [31:0] reg7 = regfile[7];
	wire [31:0] reg8 = regfile[8];
	wire [31:0] reg9 = regfile[9];
	wire [31:0] reg10 = regfile[10];
	wire [31:0] reg11 = regfile[11];
	wire [31:0] reg12 = regfile[12];
	wire [31:0] reg13 = regfile[13];
	wire [31:0] reg14 = regfile[14];
	wire [31:0] reg15 = regfile[15];
	wire [31:0] reg16 = regfile[16];
	wire [31:0] reg17 = regfile[17];
	wire [31:0] reg18 = regfile[18];
	wire [31:0] reg19 = regfile[19];
	wire [31:0] reg20 = regfile[20];
	wire [31:0] reg21 = regfile[21];
	wire [31:0] reg22 = regfile[22];
	wire [31:0] reg23 = regfile[23];
	wire [31:0] reg24 = regfile[24];
	wire [31:0] reg25 = regfile[25];
	wire [31:0] reg26 = regfile[26];
	wire [31:0] reg27 = regfile[27];
	wire [31:0] reg28 = regfile[28];
	wire [31:0] reg29 = regfile[29];
	wire [31:0] reg30 = regfile[30];
	wire [31:0] reg31 = regfile[31];
endmodule
### flow/constraint.sdc
current_design reg_file

set clk_period 19.6
set clk_io_pct 0.2

create_clock -name clk0 -period $clk_period [get_ports {clk}]

set non_clock_inputs [all_inputs -no_clocks]
set_input_delay [expr $clk_period * $clk_io_pct] -clock clk0 $non_clock_inputs
set_output_delay [expr $clk_period * $clk_io_pct] -clock clk0 [all_outputs]
### flow/config.mk
export PLATFORM = sky130hd
export DESIGN_NAME = reg_file
export DESIGN_NICKNAME = reg_file
export VERILOG_FILES = /design/flow/design.v
export SDC_FILE = /design/flow/constraint.sdc
export NUM_CORES = 4
export LEC_CHECK = 1
export CORE_UTILIZATION = 40
### flow/run.sh
#!/bin/bash
# OpenROAD 26Q1-2900-gdf79404cd8, Yosys 0.63+post, stock flow scripts
make -C /OpenROAD-flow-scripts/flow DESIGN_CONFIG=/design/flow/config.mk WORK_HOME=/design/flow/orfs finish
==> results.py <==
# Synthesis and PnR figures
metrics = {
    "run_status": {
        "status": "complete, no violations",
    },
    "final_timing": {
        "tns_ns": 0,
        "timing.final.hold_violations": 0,
        "fmax_ghz": 0.0800,
        "fin_crit_ns": 12.50,
        "rsz0062_at_grt": "false",
        "fin_skew_ns": 0,
        "fin_ws_ns": 7.10,
        "finalMaxSlewViolations": 0,
        "setup_violations": 0,
        "tightest_slew_ns": 1.06,
        "finalClockPeriodUsage": 0.638,
        "slew_headroom": 0.292,
    },
    "pwr": {
        "swShare": 0.250,
        "p_total_uw": 5090,
        "p_int_uw": 3820,
        "ir_worst_vdd_uv": 79.1,
        "clockPowerShare": 0.437,
        "leakagePower_uw": 0.0182,
        "pwr-share-seq": 0.476,
        "powerDensity_nw_per_um2": 92.8,
        "power_frac_comb": 0.088,
        "p_sw_uw": 1280,
    },
    "global_route": {
        "grt_max_degree": 89,
        "antenna_found_initial": 15,
        "grt-busiest-layer": "met2",
        "grt_pass1_wl_mm": 354,
        "grt.total_usage": 0.472,
        "overflow": 0,
        "grt_use_met1": 0.521,
        "grt_pass1_vias": 42400,
        "met2_usage": 0.586,
        "grtUsageMet3": 0.409,
    },
    "die": {
        "die_area_um2": 119000,
        "die_x_um": 345,
        "dieHeight_um": 345,
        "initial_utilization": 0.405,
        "coreArea_um2": 117000,
        "placementRows": 125,
        "io_pins": 114,
    },
    "place": {
        "dp_slack_ns": 7.73,
        "port_buffers": 113,
        "place.gp.congestion": 1.10,
        "dp_hpwl_mm": 161,
    },
    "logic_synthesis": {
        "top_cells_by_count": "edfxtp_1 (992), nand3_1 (842), a22oi_1 (261)",
        "synthArstFlopShare": 0.0313,
        "yosys_area_um2": 47200,
        "ys_warn_count": 2,
        "syn_inst": 3791,
        "yosysCellCount": 3791,
        "flop_cell": "edfxtp_1",
        "synth_cell_types": 77,
        "synth.largest_area_cell": "edfxtp_1",
        "syn_area_um2": 47200,
        "top_cell": "edfxtp_1",
        "ys_ff": 1024,
        "area_leaders": "edfxtp_1 (63%), nand3_1 (8.9%), a22oi_1 (4.2%)",
        "top_cell_area_share": 0.632,
        "ys_seq_share": 0.649,
        "syn_avg_cell_area_um2": 12.4,
        "edf_count": 992,
    },
    "clocking": {
        "clkSinkCount": 1024,
        "clock_path_buffers": 3,
        "clk_pin_slew_ns": 0.07,
        "cts_resized": 0,
        "clkLatencyLatePin_ns": 0.74,
        "h-tree-depth": 3,
        "cts_tree": "done",
        "cts_hold_buf": 0,
        "postCtsSetupBuffers": 0,
        "numCtsBuffers": 110,
        "cts-root-buf": "clkbuf_16",
    },
    "cells_and_area": {
        "final_util": 0.471,
        "syn_to_final_growth_pct": 16.4,
        "fillers": 10100,
        "largest_register": "regfile",
        "layout-drive-gt1-share": 0.151,
        "reg.largest.list": "regfile (1024)",
        "largest_reg_flops": 1024,
    },
    "critical_path": {
        "required_ns": 15.68,
        "path_cells": "buf_4 > buf_4 > nor2_4 > buf_12 > nand2_2 > buf_4 > nor2_1 > a31oi_1 > clkdlybuf4s50_1",
        "critical-path-max-stage-delay_ns": 0.65,
        "critPathBufInv": 5,
        "crit_family": "buffers and inverters",
        "crit_fanout": 88,
        "path_common_cell": "buf_4",
        "critical_path_class": "in2out",
        "cp-end-kind": "output port",
        "slowest_stage": "buf_4",
        "cp_data_arrival_time_ns": 8.58,
        "cp-start-kind": "input pin",
    },
    "detailed_routing": {
        "dr.first_iter.drc_count": 6038,
        "drc": 0,
        "vias": 41900,
        "drt_wl_total_mm": 265,
        "post_drt_wl_per_cell_um": 47.8,
        "postRouteAntennaNets": 0,
        "via_per_inst": 7.58,
        "drtPass1Iterations": 8,
    },
    "worst_hold_path": {
        "hold_path_class": "reg2reg",
    },
    "run": {
        "cap_viol_max_count": 0,
        "tool_warnings": 26,
    },
}
==> final cells by class <==
| class | count | area [um2] | area share |
|---|---|---|---|
| Sequential cell | 1024 | 30600 | 0.557 |
| Multi-Input combinational cell | 2380 | 15400 | 0.281 |
| Timing Repair Buffer | 376 | 3100 | 0.0565 |
| Clock buffer | 128 | 2830 | 0.0516 |
| Tap cell | 1524 | 1910 | 0.0347 |
| Clock inverter | 81 | 963 | 0.0176 |
| Antenna cell | 14 | 35.0 | 0.000638 |
| Inverter | 3 | 11.3 | 0.000205 |
==> placed cells by master (no fill, tap or decap), drive strengths merged, types with 21 or more instances in the layout <==
cell type	n
edfxtp	992
clkdlybuf4s50	102
o21ai	26
clkbuf	128
and3	186
a31oi	23
a22o	43
nand3	842
a222oi	21
mux2i	38
or4	28
a2111oi	52
nand3b	25
nor4	36
mux2	28
nand4	257
nor3	31
nand2	39
o32a	34
a21oi	35
nor2	131
buf	274
a22oi	261
dfrtp	32
clkinv	50
==> per-layer routing <==
layer / wire [um] / up-vias
met3: 57100 / 1447
met1: 78500 / 20000
li1: - / 15700
met5: 1400 / -
met4: 24700 / 57
met2: 103000 / 4734
==> metrics by stage <==
stage | instances | hold WS, ns | cell area, um2
finish | 5530 | 0.407 | 54900
global route | 5523 | 0.413 | 54900
CTS | 5516 | 0.405 | 54800
detailed placement | 5307 | 0.392 | 51100
global placement | 5307 | 0.390 | 51100
floorplan | 3791 | 0.445 | 47200
==> power by group through the flow <==
| stage | Combinational (uW) | Clock [uW] | Sequential, uW |
|---|---|---|---|
| global route | 442 | 2300 | 2420 |
| CTS | 418 | 2220 | 2420 |
| finish | 447 | 2220 | 2420 |
==> logic make-up (layout without fill, tap and decap cells) <==
group | after synthesis | after routing | share of synthesized area
multiplexers | 67 | 67 | 0.0152
flip-flops | 1024 | 1024 | 0.649
other | 0 | 14 | 0
AND-OR/OR-AND | 614 | 614 | 0.102
buffers and inverters | 387 | 588 | 0.0350
AND/OR/NAND/NOR | 1699 | 1699 | 0.199
==> path summary, 6_finish.rpt <==
| path | startpoint | to | slack, ns | cells past startpoint |
|---|---|---|---|---|
| setup / recovery | rs2[3] | rreg2[20] | 7.10 | 9 |
| hold / removal | regfile[0][3] | regfile[0][3] | 0.41 | 0 |
| setup reg to reg | regfile[0][30] | regfile[0][30] | 18.97 | 0 |
| hold reg to reg | regfile[0][3] | regfile[0][3] | 0.41 | 0 |
| max in group asynchronous | resetn | regfile[0][16] | 15.56 | 2 |
| min in group asynchronous | resetn | regfile[0][15] | 3.20 | 1 |
Power and IR drop assume default switching activity.
